===== flow/config.mk =====
export PLATFORM = sky130hd
export DESIGN_NAME = cam_read
export DESIGN_NICKNAME = cam_read
export VERILOG_FILES = /design/flow/design.v
export SDC_FILE = /design/flow/constraint.sdc
export NUM_CORES = 4
export LEC_CHECK = 1
export CORE_AREA = 10 10 111 111
export DIE_AREA = 0 0 121 121

===== flow/constraint.sdc =====
current_design cam_read

set clk_period 3.3
set clk_io_pct 0.2

create_clock -name clk0 -period $clk_period [get_ports {pclk}]

set non_clock_inputs [all_inputs -no_clocks]
set_input_delay [expr $clk_period * $clk_io_pct] -clock clk0 $non_clock_inputs
set_output_delay [expr $clk_period * $clk_io_pct] -clock clk0 [all_outputs]

===== flow/design.v =====
`timescale 1ns / 1ps
module cam_read #(
		parameter AW = 17,  
		parameter DW = 8
		)(
		input pclk,
		input rst,
		input vsync,
		input href,
		input [7:0] px_data,
		output reg [AW-1:0] mem_px_addr=0,
		output reg [7:0]  mem_px_data=0,
		output reg px_wr=1
   );
reg  fb=0;
reg  [1:0]d=0;
reg  fila=0;
reg  [DW-1:0] f_data_in565=0;
reg  [(2*DW)-1:0] s_data_in565=0;
always @ (posedge pclk)
begin
if (fb==0 && href==1)
begin
f_data_in565<=px_data;
fb<=fb+1;
end
if (fb==1 && href==1)
begin
s_data_in565 = {f_data_in565,px_data};
mem_px_data = {s_data_in565 [14:12],s_data_in565 [9:7], s_data_in565 [4:3]};
fb<=0;
end
end
always @ (negedge pclk)begin
if (href==1)begin
d=d+1;
px_wr<=1;  
end
if (vsync==1 && href==0)begin
mem_px_addr<=0;
end
if (href==1 && d==2 )begin
mem_px_addr<=mem_px_addr+1;
d=0;
px_wr<=0;  
end
end
endmodule

===== flow/run.sh =====
#!/bin/bash
# OpenROAD 26Q1-2900-gdf79404cd8, Yosys 0.63+post, stock flow scripts
make -C /OpenROAD-flow-scripts/flow DESIGN_CONFIG=/design/flow/config.mk WORK_HOME=/design/flow/orfs finish

==> summary.txt <==
Observations from the implementation run.

Status:
- The run finished with clean final reports.

Placement:
- In this run the tool buffered the top-level ports with 35 buffer cells.
- The run puts the weighted congestion reported at the end of routability-driven placement at 0.7940.
- The run puts the half-perimeter wire length after detailed placement at 2615 um.
- The run puts the worst setup slack before clock tree synthesis at -298.0 ps.

Global routing:
- The run gives the total routing resource utilization after global routing as 4.816%.
- The run gives the first-pass GRT wire length as 5830 um.
- The run puts the maximum number of pins on one net before global-route repair at 18.
- Recorded from the global router log, the overflow total was 0.
- The initial antenna violation count was 0.
- The number of global-route vias before repair is 1217.

Clock network:
- TritonCTS built the clock tree.
- The run gives the CTS H-tree depth as 2.
- The run puts the number of buffers created by CTS at 5.
- As reported, the later end of the worst-skew pair has a clock insertion delay of 350 ps.
- The tree is rooted in a sky130_fd_sc_hd__clkbuf_8.
- The run gives the TritonCTS sink count as 34.
- The run gives the CTS clock-pin slew for the worst setup and hold paths as 70 ps.
- The run gives the worst-case clock buffer depth as 2.
- The run puts the number of hold-repair buffers added at the cts stage at 0.

Critical path:
- The run gives the largest fanout on the critical path as 2.
- Among all stages on the critical path, the largest delay is contributed by sky130_fd_sc_hd__edfxtp_1.
- In this run the critical path is formed by clkdlybuf4s15_1.
- The run gives the required time at the worst-slack endpoint as 2640 ps.
- The run gives the critical path endpoint category as an output pin.
- The run gives the startpoint type of the worst setup path as a flop.
- The run gives the kind of cell adding the most delay to the critical path as flip-flops.
- The critical path in this run is classified as reg2out.
- The run puts the maximum single-stage delay on the critical path at 410 ps.
- The run gives the worst path buffer plus inverter count as 1.
- The run puts the data arrival time of the critical path at 2600 ps.

Yosys:
- After synthesis the netlist holds a flip-flop and latch count of 34.
- The run puts the post-synthesis instance area at 0.001488 sq mm.
- The run puts the yosys warning tally at 1.
- The run puts the sequential area share after synthesis at 65.94%.
- Post-synthesis, Yosys gives the total cell area as 0.001488 sq mm.
- The run puts the mean area per synthesized cell at 12.72 sq um.
- After synthesis, the design contains 117 cells according to Yosys.
- The run puts the cell count after synthesis at 117.
- Per the synthesis report, the number of distinct cell types is 27.

Layout:
- The area growth from synthesis to layout is 63.92%.
- The layout has 999 filler cells.
- The run puts the share of cells above drive strength 1 at 22.97%.

Power:
- The run puts the combinational share of power at 30.5%.
- The run puts the worst-case vdd ir drop at 0.1858 mV.
- The leakage component of the power was reported as 0.9310 nW.
- The run gives the fraction of power spent switching nets as 29.75%.
- Sequential cells account for 41.4% of the total power.
- The run puts the power share of the clock group at 28.0%.
- The run puts the switching power total at 467.1 uW.
- The run puts the ratio of total power to cell area at 643.8 mW/mm^2.
- In the power breakdown, the internal column shows 1.103 mW.

Job:
- Across the run, the number of max-cap violations was 0.
- The stage logs contain a warning count of 47.

Routing:
- The run gives the via total after detailed routing as 1198.
- The run puts the number of antenna repair diodes at 0.
- The run puts the first-pass iteration count of the detailed router at 4.
- The DRC violation total left in the routed layout is recorded as 0.
- The run puts the number of routed nets with antenna violations at 0.
- The run puts the via density per instance at 3.503.
- After detailed routing, the average wire length per cell comes to 10.41 um.
- The run puts the number of DRC markers in iteration 0 at 54.
- The run puts the wire length after detailed routing at 3560 um.

STA:
- The run gives the maximum clock skew at final layout as 13.97 ps.
- The run gives the worst hold margin as 423.3 ps.
- Adding up every negative setup slack in the final design gives 0 ps.
- The run puts the final count of negative-setup-slack endpoints at 0.
- The run gives the final hold violation count as 0.
- The run puts the smallest setup slack after layout at 40.93 ps.
- The run gives the max-slew violation count as 0.
- Looking at the max-slew report, the worst-margin pin has a slew of 458.4 ps.
- The run puts the relative max-transition margin at 69.16%.
- Setup repair after global routing left no endpoint under its margin.

Die:
- The run puts the number of top-level pins at 38.
- The run puts the initial standard-cell utilization of the core at 15.08%.
- The run gives the count of standard-cell rows as 36.
- The run gives the horizontal extent of the die as 121 um.
- The run puts the die extent in y at 121 um.
- The run puts the total die size at 0.01464 sq mm.
- The run puts the placeable core area at 0.009864 sq mm.

Min path:
- The type recorded for the worst min-delay path is reg2reg.
## Yosys cell counts (all sizes together)
library cell / n / area, sq um
edfxtp: 30 / 900.9
nand2: 11 / 41.29
nand4: 7 / 50.05
a21oi: 6 / 30.03
mux2i: 6 / 60.06
nand2b: 6 / 37.54
nor2: 6 / 22.52
nor4: 6 / 37.54
o21ai: 5 / 25.02
dfxtp: 4 / 80.08
nand3: 4 / 25.02
or3: 4 / 25.02
xor2: 4 / 35.03
inv: 3 / 11.26
and2: 2 / 12.51
clkbuf: 2 / 7.510
o31ai: 2 / 15.01
or4: 2 / 15.01
a21boi: 1 / 7.510
and3b: 1 / 8.760
buf: 1 / 5.000
ha: 1 / 12.51
nand3b: 1 / 7.510
nor2b: 1 / 6.260
xnor2: 1 / 8.760
## final timing paths
kind | startpoint | to | depth (start not counted) | slack (ps)
max | mem_px_addr[12]$_SDFFCE_NN0P_ | mem_px_addr[12] | 1 | 40
min | f_data_in565[4]$_DFFE_PP_ | mem_px_data[5]$_DFFE_PP_ | 0 | 420
max reg2reg | mem_px_addr[0]$_SDFFCE_NN0P_ | mem_px_addr[14]$_SDFFCE_NN0P_ | 7 | 1280
min reg2reg | f_data_in565[4]$_DFFE_PP_ | mem_px_data[5]$_DFFE_PP_ | 0 | 420
## metal layers
metal	vias to the layer above	routed length, um	global-route usage, %	share of wire [%]
li1	626	-	-	-
met1	540	1642	6.343	46
met2	25	1699	7.415	48
met3	7	129	1.370	3.6
met5	-	0	0	0
met4	0	88	1.810	2.5
## power by group through the flow
stage	Sequential, mW	Clock (mW)	Combinational [mW]
6_report	0.651	0.440	0.479
5_1_grt	0.666	0.494	0.531
4_1_cts	0.652	0.464	0.474
## cell families after synthesis
family,count (synthesis),synth area share (%)
buffers and inverters,6,1.598
muxes,6,4.037
adders and majority gates,1,0.8409
DFF,34,65.94
xor gates and xnor gates,5,2.944
AOI/OAI and AO/OA,14,5.214
and+or+nand+nor,51,19.43
## cell usage in the layout (no fill, tap or decap), drive strengths merged, types with 7 or more instances in the layout
master	count
buf	33
edfxtp	30
inv	22
clkdlybuf4s50	17
clkdlybuf4s15	14
nand2	11
clkbuf	9
nand4	7
## sequential cells by signal, summed over array words and instances, names as in the netlist
name / count
mem_px_addr: 17
mem_px_data: 8
f_data_in565: 5
d: 2
fb: 1
px_wr: 1
## per-stage QoR
step / total power, mW / utilization [%] / std cells / instance area (sq um)
6_report: 1.570 / 24.72 / 342 / 2439
3_5_place_dp: 1.154 / 22.01 / 301 / 2171
5_1_grt: 1.692 / 24.72 / 342 / 2439
4_1_cts: 1.590 / 24.54 / 339 / 2421
3_3_place_gp: 1.149 / 22.01 / 301 / 2171
2_1_floorplan: 0.8511 / - / 117 / 1506
## cell type report
class	count	area, sq um	area share, %
inverter	2	7.507	0.3079
sequential	34	982.2	40.28
clock inverter	22	87.58	3.592
timing repair buffer	68	606.8	24.88
multi-input combinational	77	494.2	20.27
tap	133	166.4	6.824
clock buffer	6	93.84	3.848
## repair_timing
action / in CTS / in global routing
buffers inserted: 11 / 3
setup endpoints to repair: 18 / 11
resized: 28 / 11
Power and IR drop assume default switching activity.
